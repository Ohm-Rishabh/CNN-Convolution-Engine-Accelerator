$ cat /design/flow/design.v
`timescale 1ns / 1ps
module relu(
    input [31:0] din_relu,
    output [31:0] dout_relu
    );
    assign dout_relu = (din_relu[31] == 0)? din_relu : 0;
endmodule
$ cat /design/flow/run.sh
#!/bin/bash
# OpenROAD 26Q1-2900-gdf79404cd8, Yosys 0.63+post, stock flow scripts
make -C /OpenROAD-flow-scripts/flow DESIGN_CONFIG=/design/flow/config.mk WORK_HOME=/design/flow/orfs finish
$ cat /design/flow/config.mk
export PLATFORM = sky130hd
export DESIGN_NAME = relu
export DESIGN_NICKNAME = relu
export VERILOG_FILES = /design/flow/design.v
export SDC_FILE = /design/flow/constraint.sdc
export NUM_CORES = 4
export LEC_CHECK = 1
export CORE_AREA = 10 10 70 70
export DIE_AREA = 0 0 80 80
$ cat /design/flow/constraint.sdc
current_design relu

set clk_period 1.0
set clk_io_pct 0.2

create_clock -name clk0 -period $clk_period

set non_clock_inputs [all_inputs -no_clocks]
set_input_delay [expr $clk_period * $clk_io_pct] -clock clk0 $non_clock_inputs
set_output_delay [expr $clk_period * $clk_io_pct] -clock clk0 [all_outputs]
==> PnR_summary.wiki <==
== Flow metrics ==
{| class="wikitable"
! Metric !! Value
|-
| Status || finished, final reports clean
|-
| Number of warnings in the stage logs || 32
|-
| Initial core utilization || about 7.0%
|-
| Setup repair after global routing missed its margin || false
|-
| Hold Vio Cnt, Final || 0
|-
| Maximum number of pins on one net before global-route repair || 10
|-
| Endpoint kind of the worst setup timing path || output port
|-
| Average routed wire per standard cell || between 10 and 15 microns
|-
| Sum of overflow across all layers after global routing || 0
|-
| Quantity of hold-fixing buffers added after cts || 0
|-
| Number of global-route vias before repair || around 510
|-
| Maximum fanout count along the critical path || 7
|-
| Antenna Cells || 0
|-
| Setup TNS || 0 ns
|-
| Number of placement rows || 21
|-
| Non-Filler Instances || 145
|-
| # Cells Yosys || 36
|-
| Maximum clock frequency || around 1100 MHz
|-
| Avg Vias per Cell || 3.14
|-
| Synthesis area per yosys || around 240 sq um
|-
| HPWL after detailed placement || 1550 microns
|-
| Worst min-delay path startpoint || din_relu[15]
|-
| Die W || ~80 microns
|-
| Class of the most critical setup path || input pin to output port
|-
| Top-count cell post-synth || nor2b_1
|-
| Class of the tightest hold or removal check || input pin to output port
|-
| Total iterations of the first detailed-routing run || 2
|-
| Fin area || roughly 730 sq um
|-
| Core Box Area || about 3400 sq um
|-
| Placed Cells || approximately 140
|-
| Post-layout period usage || between 90% and 100%
|-
| DR vias || 455
|-
| Syn. warnings || 0
|-
| Post-detailed-routing wire length || between 1500 and 2000 microns
|-
| Total I/O pin count || 64
|-
| Final total power || 205 uW
|-
| Ranking of synthesized cells by area || nor2b_1 81%, buf_6 14%, buf_4 3.1%, conb_1 1.6%
|-
| Max VDD drop || 0.109 mV
|-
| Portion of the post-synthesis area used by sequential elements || 0%
|-
| Share of cells above drive strength 1 || approximately 36%
|-
| Max Transition Viols Final || 0
|-
| Seq cells || 0
|-
| Share of the core filled with cells in the final layout || between 20% and 30%
|-
| Area enclosed by the die boundary || roughly 6400 sq um
|-
| Post-synthesis cell type count || 4
|-
| Port Buffer Count || between 60 and 70
|-
| Final period demand of the worst path || between 0.9 and 1 ns
|-
| Global-route wire length before repair || approximately 2700 microns
|-
| Gpl congestion || between 0.7 and 0.8
|-
| Biggest area consumer among synthesized cells || nor2b_1
|-
| Reported max-cap violation count || 0
|-
| Crit path DAT || approximately 0.72 ns
|-
| Required time reported for the critical path endpoint || ~0.80 ns
|-
| Reported leakage power || about 0.41 nW
|-
| Kind of start point of the critical path || input pin
|-
| Remaining number of nets flagged by the antenna check after routing || 0
|-
| Synthesized area || 239 sq um
|-
| Antenna violations before repair || 0
|-
| Top post-synthesis cells by count || 31 x nor2b_1, 3 x buf_6, 1 x buf_4, 1 x conb_1
|-
| Post-Synthesis Cells || 36
|-
| All-Layer GR Usage || under 10%
|-
| Floorplan die height || around 80 microns
|-
| Layout overhead on the synthesized area || 205%
|-
| Area share, top type || approximately 80%
|-
| Iter 0 DRT Violations || 9
|-
| Register area || 0 sq um
|-
| Residual DRC count || 0
|-
| CP startpoint || din_relu[31]
|-
| Number of endpoints failing setup at the final stage || 0
|-
| Number of clock buffer instances in the layout || 0
|-
| Power per Cell Area || between 200 and 300 nW/um^2
|-
| Per-instance average area after synthesis || around 6.6 sq um
|-
| Instance area at placement || 901 sq um
|}
-- layout by cell type, fill, tap and decap left out --
cell / instances
buf_4: 1
nor2b_1: 31
buf_2: 32
dlygate4sd2_1: 31
buf_6: 3
conb_1: 1
-- cell type report --
type / instances / area (sq um)
Timing Repair Buffer: 67 / 473
Fill cell: 416 / 2690
Tap cell: 46 / 57.6
Multi-Input combinational cell: 32 / 198
-- through the flow --
step / hold WS [ns] / setup WS (ns)
5_1_grt: 0.799 / 0.00674
4_1_cts: 0.788 / 0.0669
6_report: 0.781 / 0.0847
2_1_floorplan: 0.413 / 0.429
3_3_place_gp: 1.32 / -0.633
3_5_place_dp: 1.31 / -0.650
-- worst paths after layout --
path,slack [ns],end,depth (start not counted)
worst max-delay path,0.08,dout_relu[10],4
worst min-delay path,0.78,dout_relu[15],3
-- critical path, stage by stage --
cell	delay, ns
buf_2	0.14
buf_4	0.16
nor2b_1	0.11
buf_2	0.10
-- timing repair --
action	4_1_cts	5_1_grt
endpoints found under the hold margin	0	0
setup endpoints to repair	31	0
resized	133	0
setup buffers	0	0
-- power by group --
part,leakage [nW],internal (mW),switching (mW)
registers,0,0,0
logic,0.409,0.147,0.0578
clock network,0,0,0
-- kinds of logic (layout without fill, tap and decap cells) --
| group | count (synthesis) | in the layout | synth area share, % |
|---|---|---|---|
| other | 1 | 1 | 1.57 |
| AND/OR/NAND/NOR | 31 | 31 | 81.2 |
| buffers and inverters | 4 | 67 | 17.3 |
-- routing by layer --
metal | track usage (%) | vias to the layer above | part of all wire (%)
li1 | - | 228 | -
met1 | 6.00 | 197 | 39
met2 | 9.31 | 30 | 50
met3 | 1.82 | 0 | 10
met4 | 0 | 0 | 0
met5 | 0 | - | 0
Power figures rest on the tool's default switching activity, not on a simulated workload.
