`design/flow/constraint.sdc`:
```
current_design convolver

set clk_period 6.7
set clk_io_pct 0.2

create_clock -name clk0 -period $clk_period [get_ports {clk}]

set non_clock_inputs [all_inputs -no_clocks]
set_input_delay [expr $clk_period * $clk_io_pct] -clock clk0 $non_clock_inputs
set_output_delay [expr $clk_period * $clk_io_pct] -clock clk0 [all_outputs]
```
`design/flow/config.mk`:
```
export PLATFORM = sky130hd
export DESIGN_NAME = convolver
export DESIGN_NICKNAME = convolver
export VERILOG_FILES = /design/flow/design.v
export SDC_FILE = /design/flow/constraint.sdc
export NUM_CORES = 4
export LEC_CHECK = 1
export CORE_UTILIZATION = 30
```
`design/flow/design.v`:
```
`timescale 1ns / 1ps
module mac #(
	  parameter n = 16
    )(
    input clk,rst,ce,
    input [n-1:0] a,
    input [n-1:0] b,
    input [n-1:0] c,
    output reg [n-1:0] p
    );
always@(posedge clk,posedge rst)
 begin
    if(rst)
    begin
        p<=0;
    end
    else if(ce)
    begin
        p <= (a*b+c);                  
    end
 end
endmodule
module variable_shift_reg #(parameter width = 8, parameter size = 3) ( 
input clk,                                 
input ce,                                                
input rst,                                 
input [width-1:0] data_in,                  
output [width-1:0] data_out                 
);
reg [width-1:0] sr [size-1:0];          
generate
genvar i;
for(i = 0;i < size;i = i + 1)
begin
    always@(posedge clk or posedge rst)
    begin
        if(rst)                          
        begin
            sr[i] <= 'd0;
        end
        else
        begin
            if(ce)                            
            begin
                if(i == 'd0)
                begin
                    sr[i] <= data_in;
                end
                else
                begin
                    sr[i] <= sr[i-1];
                end
            end
        end
    end
end
endgenerate
assign data_out = sr[size-1];
endmodule
module convolver #(
parameter n = 9'h00a,     
parameter k = 9'h003,     
parameter s = 1,          
parameter n = 16    
)(
input clk,
input ce,
input global_rst,
input [n-1:0] activation,
input [(k*k)*16-1:0] weight1,
output[n-1:0] conv_op,
output valid_conv,
output end_conv
);
reg [31:0] count,count2,count3,row_count;
reg en1,en2,en3;
wire [15:0] tmp [k*k+1:0];
wire [15:0] weight [0:k*k-1];
generate
	genvar l;
	for(l=0;l<k*k;l=l+1)
	begin
      assign weight [l][n-1:0] = weight1[n*l +: n]; 		
	end	
endgenerate
assign tmp[0] = 32'h0000000;
generate
genvar i;
  for(i = 0;i<k*k;i=i+1)
  begin: MAC
    if((i+1)%k ==0)                     
    begin
      if(i==k*k-1)                        
      begin
      (* use_dsp = "yes" *)             
      mac #(.n(n)) mac(      
        .clk(clk),                      
        .ce(ce),                       
        .rst(global_rst),                
        .a(activation),                   
        .b(weight[i]),                   
        .c(tmp[i]),                   
        .p(conv_op)                      
        );
      end
      else
      begin
      wire [n-1:0] tmp2;
      mac #(.n(n)) mac(                   
        .clk(clk), 
        .ce(ce), 
        .rst(global_rst), 
        .a(activation), 
        .b(weight[i]), 
        .c(tmp[i]), 
        .p(tmp2) 
        );
      variable_shift_reg #(.width(32),.size(n-k)) SR (
          .clk(clk),               
          .ce(ce),                  
          .rst(global_rst),          
          .data_in(tmp2),
          .data_out(tmp[i+1])             
          );
      end
    end
    else
    begin
    (* use_dsp = "yes" *)               
   mac #(.n(n)) mac2(                    
      .clk(clk), 
      .ce(ce),
      .rst(global_rst),
      .a(activation),
      .b(weight[i]),
      .c(tmp[i]), 
      .p(tmp[i+1])
      );
    end 
  end 
endgenerate
always@(posedge clk) 
begin
  if(global_rst)
  begin
    count <=0;                     
    count2<=0;                     
    count3<=0;                     
    row_count <= 0;     
    en1<=0;
    en2<=1;
    en3<=0;
  end
  else if(ce)
  begin
    if(count == (k-1)*n+k-1)        
    begin
      en1 <= 1'b1;
      count <= count+1'b1;
    end
    else
    begin 
      count<= count+1'b1;
    end
  end
  if(en1 && en2) 
  begin
    if(count2 == n-k)
    begin
      count2 <= 0;
      en2 <= 0 ;
      row_count <= row_count + 1'b1;
    end
    else 
    begin
      count2 <= count2 + 1'b1;
    end
  end
  if(~en2) 
  begin
  if(count3 == k-2)
  begin
    count3<=0;
    en2 <= 1'b1;
  end
  else
    count3 <= count3 + 1'b1;
  end
  if((((count2 + 1) % s == 0) && (row_count % s == 0))||(count3 == k-2)&&(row_count % s == 0)||(count == (k-1)*n+k-1))
  begin                                                                                                                        
    en3 <= 1;                                                                                                                             
  end
  else 
    en3 <= 0;
end
	assign end_conv = (count>= n*n+2) ? 1'b1 : 1'b0;
	assign valid_conv = (en1&&en2&&en3);
endmodule
```
`design/flow/run.sh`:
```
#!/bin/bash
# OpenROAD 26Q1-2900-gdf79404cd8, Yosys 0.63+post, stock flow scripts
make -C /OpenROAD-flow-scripts/flow DESIGN_CONFIG=/design/flow/config.mk WORK_HOME=/design/flow/orfs finish
```
==> summary.txt <==
run metrics: number of routed nets with antenna violations=0, H-tree levels=3, HPWL after detailed placement=118 mm, Gate Count Post-Synth=6,595, sw frac=42.9%, Clock power frac=10.2%, Setup Buffers After CTS=0, Yosys warnings=6, CP startpoint kind=input port, Relative slew margins=49.4%, Top cell excl fill/tap=inv_1, total die size=218,000 µm², CTS root buf=clkbuf_16, vias in the first global route=46,252, final core utilization=34.8%, crit-path max FO=6, Floorplan Utilization=30.2%, Final setup viols=0, DR vias=43,107, layout cells sized above 1=13.7%, OpenROAD warning count=41, initial drt markers=1,556, worst skew pair latency=670 ps, Internal=24,300 µW, pre-CTS setup slack=-207 ps, CTS Hold Bufs=0, Post-synth area hogs=fa_1, dfrtp_1, ha_1, clk_skew=24.8 ps, leakage=0.0356 µW, multi-input logic area=41,800 µm², CTS clock-pin slew for the worst setup and hold paths=60 ps, Commonest flop=dfrtp_1, first-pass GRT wire length=250 mm, die height=466 µm, core area=214,000 µm², RSZ-0062 raised after global routing=no, Sequential Area=16,600 µm², Top cell area share=25.7%, routed len/inst=15.3 µm, chip area line of the yosys report=64,700 µm², Critical Path AT=6800 ps, GR Overflow Total=0, Die Width=466 µm, CTS tree=yes, count of input and output buffers=180, vias per inst=4.39, gpl congestion=0.905, Unique cell types=65, Seq share, synth=25.7%, TritonRoute pass-1 iters=8, Final Max Tran Viols=0, # Max-Cap Violations=0, Crit. End Element=flip-flop, EDFF count, synth=64, syn_area_per_cell=9.81 µm², yosys stat cell total=6,595, HP Class=flip-flop to flip-flop, Async SR Flop Fraction=85.1%, Post-synth regs=658, Hold Fails Final Rpt=0, clock tree buffer depth=3, Rows=170, initial antenna violation count=14, IO Pins=181, Post-route DRC=0, Max Clk Rate=159 MHz, most common logic cells in the final layout=inv_1, nand2_1, fa_1, post-synth top area cell=fa_1, status=complete, no violations, CP Class=input port to flip-flop, Max VDD drop=0.622 mV, Power Density=571 nW/µm², post-synthesis to final-layout area growth=15.5%, Slew @ Worst Pin=759 ps, Num CTS Buffers=74, setup ws final=400 ps, Final period util=94.0%, Syn Std Cell Area=64,700 µm², cts repair resizes=0, Total Wirelength=150 mm, Comb pwr share=74.0%, Filler cells=21,062, fin crit period=6300 ps, Tot Pwr=42,600 µW, switching pwr=18,300 µW, Req. time, crit path=7200 ps, largest net degree at the start of global routing=146, total track usage=15.1%, Seq pwr share=15.8%, clk sinks=658
==> worst max-delay path: stages <==
cell and delay, ps:
clkdlybuf4s50_1 570, buf_4 230, and2_1 170, fa_1 500, inv_1 50, fa_1 380
fa_1 540, fa_1 560, inv_1 50, fa_1 480, inv_1 50, fa_1 480
inv_1 40, ha_1 300, a21oi_1 260, o21ai_1 180, a2111oi_4 390, or3_1 150
a31oi_1 70
==> per-stage QoR <==
| step | hold slack (ps) | std cells | TNS, ps | instance area (µm²) |
|---|---|---|---|---|
| after floorplan | 428 | 6595 | -1588820 | 64700 |
| after global placement | 464 | 9676 | -2000 | 72100 |
| after detailed placement | 468 | 9676 | -1870 | 72100 |
| after CTS | 483 | 9810 | 0 | 74700 |
| after global routing | 510 | 9811 | 0 | 74700 |
| final | 481 | 9812 | 0 | 74700 |
==> final timing paths <==
| kind | slack (ps) | cells after the start | from | endpoint |
|---|---|---|---|---|
| setup / recovery | 400 | 19 | weight1[5] | MAC[0].genblk1.mac2.p[15] |
| hold / removal | 480 | 2 | MAC[5].genblk1.genblk1.SR.sr[11][8] | MAC[5].genblk1.genblk1.SR.sr[12][8] |
| setup reg to reg | 2430 | 20 | MAC[5].genblk1.genblk1.SR.sr[12][3] | MAC[6].genblk1.mac2.p[13] |
| hold reg to reg | 480 | 2 | MAC[5].genblk1.genblk1.SR.sr[11][8] | MAC[5].genblk1.genblk1.SR.sr[12][8] |
| max in group asynchronous | 3470 | 6 | global_rst | MAC[2].genblk1.genblk1.SR.sr[2][12] |
| min in group asynchronous | 1480 | 4 | global_rst | MAC[8].genblk1.genblk1.mac.p[10] |
==> power groups by stage <==
stage         sequential (µW)  clock, µW  combinational [µW]
CTS                      6790       4500               32100
finish                   6750       4340               31600
global route             7020       4630               36300
==> layer usage <==
layer / vias to the layer above / GRT usage, % / share of wire, %
met5: - / 0 / 0.035
met4: 10 / 3.56 / 2.9
met3: 230 / 4.95 / 7.7
met2: 907 / 24.5 / 48
met1: 21338 / 19.9 / 41
li1: 20622 / - / -
==> cell type report <==
type	instances	share of cell area, %
tap	2838	4.75
sequential	658	22.2
multi-input combinational	4277	56.0
timing repair buffer	536	6.63
clock inverter	25	0.516
clock buffer	109	3.01
inverter	1367	6.87
antenna	2	0.00670
==> flip-flops by register name (all words and copies together) (netlist names) <==
signal	count
MAC.genblk1.genblk1.SR.sr	416
MAC.genblk1.mac2.p	96
MAC.genblk1.genblk1.mac.p	48
count2	32
count3	32
count	32
en1	1
en2	1
==> logic make-up (layout without fill, tap and decap cells) <==
kind of cell | after synthesis | count (layout) | synth area share (%)
and+or+nand+nor | 1746 | 1746 | 12.7
buffers and inverters | 1660 | 2037 | 9.69
adders and majority gates | 1303 | 1303 | 34.9
DFF | 658 | 658 | 25.7
muxes | 469 | 469 | 8.12
xor gates and xnor gates | 425 | 425 | 5.81
AOI/OAI and AO/OA | 334 | 334 | 3.18
other | 0 | 2 | 0
==> cell usage after synthesis, types with 4 or more instances <==
master / instances
a21boi_0: 12
a21boi_1: 10
a21o_1: 17
a21oi_1: 79
a222oi_1: 4
a311oi_1: 4
a31oi_1: 13
and2_1: 484
and3_1: 26
buf_1: 20
buf_2: 25
clkbuf_1: 245
dfrtp_1: 560
dfxtp_1: 34
edfxtp_1: 64
fa_1: 832
ha_1: 471
inv_1: 1366
mux2_2: 447
mux2i_1: 22
nand2_1: 912
nand2b_1: 8
nand3_1: 42
nand4_1: 15
nor2_1: 168
nor2b_1: 8
nor3_1: 21
nor4_1: 19
o2111ai_1: 4
o21a_1: 16
o21ai_0: 104
o21ai_1: 19
o21bai_1: 19
o31a_1: 7
or3_1: 26
xnor2_1: 292
xor2_1: 130
No activity file was given, so power comes from the tool's default toggle rates.
