## config.mk

```make
export PLATFORM = sky130hd
export DESIGN_NAME = control_logic2
export DESIGN_NICKNAME = control_logic2
export VERILOG_FILES = /design/flow/design.v
export SDC_FILE = /design/flow/constraint.sdc
export NUM_CORES = 4
export LEC_CHECK = 1
export CORE_UTILIZATION = 30
```

## constraint.sdc

```tcl
current_design control_logic2

set clk_period 6.3
set clk_io_pct 0.2

create_clock -name clk0 -period $clk_period [get_ports {clk}]

set non_clock_inputs [all_inputs -no_clocks]
set_input_delay [expr $clk_period * $clk_io_pct] -clock clk0 $non_clock_inputs
set_output_delay [expr $clk_period * $clk_io_pct] -clock clk0 [all_outputs]
```

## design.v

```verilog
`timescale 1ns / 1ps
module control_logic2(
    input clk,
    input master_rst,
    input ce,
    output reg [1:0] sel,
    output reg rst_m,
    output reg op_en,
    output reg load_sr,
    output reg global_rst,
    output reg end_op
    );
    parameter m = 9'h01a;
    parameter p = 9'h002;
    integer row_count =0;
    integer col_count =0;
    integer count =0;
    integer nbgh_row_count;
    always@(posedge clk) begin 
        if(master_rst) begin
        sel <=0;
        load_sr <=0;
        rst_m <=0;
        op_en <=0;
        global_rst <=0;
        end_op <=0;
        end
        else begin
        if(((col_count+1)%p !=0)&&(row_count == p-1)&&(col_count == p*count + (p-2))&&ce)  
        begin     
        op_en <=1;
        end 
        else begin
        op_en <=0;
        end
            if(ce) 
            begin
                if(nbgh_row_count == m/p)   
                begin     
                    end_op <=1;
                end
                else 
                begin
                    end_op <=0;
                end
                if(((col_count+1) % p != 0)&&(col_count == m-2)&&(row_count == p-1))
                begin   
                    global_rst <= 1;                   
                end
                else 
                begin
                    global_rst <= 0;
                end  
                if((((col_count+1) % p == 0)&&(count != m/p-1)&&(row_count != p-1))||((col_count == m-1)&&(row_count == p-1)))     
                begin    
                  rst_m <= 1;              
                end  
                else 
                begin
                    rst_m <= 0;
                end   
                if(((col_count+1) % p != 0)&&(col_count == m-2)&&(row_count == p-1)) 
                begin
                    sel <= 2'b10;
                end
                else 
                begin
                    if((((col_count) % p == 0)&&(count == m/p-1)&&(row_count != p-1))|| (((col_count) % p == 0)&&(count != m/p-1)&&(row_count == p-1))) begin   
                        sel<=2'b01;
                    end 
                    else 
                    begin
                        sel <= 2'b00;
                    end
                end
                if((((col_count+1) % p == 0)&&((count == m/p-1)))||((col_count+1) % p == 0)&&((count != m/p-1)))
                begin     
                    load_sr <= 1;                             
                end 
                else 
                begin
                    load_sr <= 0;
                end
            end
        end 
    end 
    always@(posedge clk) begin           
        if(master_rst) begin
            row_count <=0;
            col_count <=32'hffffffff;
            count <=32'hffffffff;
            nbgh_row_count <=0;
        end
        else 
        begin
            if(ce) 
            begin
                if(global_rst)
                begin
                   row_count <=0;
                   col_count <=32'h0;
                   count <=32'h0;
                   nbgh_row_count <= nbgh_row_count + 1'b1; 
                end
                else
                begin
                    if(((col_count+1) % p == 0)&&(count == m/p-1)&&(row_count != p-1)) 
                    begin
                        col_count <= 0;
                        row_count <= row_count + 1'b1;
                        count <=0;
                    end
                    else 
                    begin
                        col_count<=col_count+1'b1;
                        if(((col_count+1) % p == 0)&&(count != m/p-1)) 
                        begin
                            count <= count+ 1'b1;
                        end 
                    end
                end
            end
        end  
    end 
    endmodule
```

## run.sh

```bash
#!/bin/bash
# OpenROAD 26Q1-2900-gdf79404cd8, Yosys 0.63+post, stock flow scripts
make -C /OpenROAD-flow-scripts/flow DESIGN_CONFIG=/design/flow/config.mk WORK_HOME=/design/flow/orfs finish
```

==> results.sh <==
# source this file to load flow results
export IMPL_status="complete, no violations"
export IMPL_io_buffers=9
export IMPL_min_path_type="reg -> reg"
export IMPL_crit_buf_inv=2
export IMPL_ioPinCount=10
export IMPL_ys_area_mm2=0.007269
export IMPL_gp_congestion=0.8485
export IMPL_placed_area_mm2=0.007584
export IMPL_synth_main_ff_cell="dfxtp_1"
export IMPL_fin_crit_ns=3.822
export IMPL_coreArea_mm2=0.02361
export IMPL_drt_first_iter_violations=490
export IMPL_synth_top_cell_by_area="dfxtp_1"
export IMPL_postSynthSeqShare_pct=36.90
export IMPL_track_usage_pct=15.57
export IMPL_critPathKind="in -> reg"
export IMPL_worstPathCellList="clkdlybuf4s50_1, buf_4, nand3_1, nor4_1, nand3_1, nor3_1, xnor2_1, nor2_1"
export IMPL_fin_tns_setup_ns=0
export IMPL_finClkSkew_ns=0.005623
export IMPL_tool_warnings=30
export IMPL_wl_per_cell_um=15.40
export IMPL_common_cells="dfxtp_1 (134), nor2_1 (100), o21ai_0 (73), xor2_1 (68), nand3_1 (51)"
export IMPL_use_met3_pct=3.122
export IMPL_use_met2_pct=22.82
export IMPL_wl_mm=18.49
export IMPL_worstPathArrival_ns=4.10
export IMPL_peakVddDrop_uv=173.1
export IMPL_h_tree_depth=4
export IMPL_cts_sinks=134
export IMPL_crit_fanout=41
export IMPL_synthAdderAreaFrac_pct=1.549
export IMPL_dp_hpwl_mm=12.11
export IMPL_gr_total_overflow=0
export IMPL_power_leakage_nw=2.906
export IMPL_ant_nets=0
export IMPL_edf_count=0
export IMPL_aoi_share_pct=15.82
export IMPL_fp_row_count=56
export IMPL_clock_latency_ns=0.41
export IMPL_finalClockPeriodUsage_pct=60.67
export IMPL_worstMarginPinSlew_ns=0.7960
export IMPL_cp_end_kind="flip-flop"
export IMPL_antenna_found_initial=0
export IMPL_crit_top_cell="nand3_1"
export IMPL_drive_gt1_share_pct=6.576
export IMPL_cp_top_family="simple AND/OR/NAND/NOR gates"
export IMPL_cts_tree="built"
export IMPL_slew_viol_final=0
export IMPL_async_reset_ff_share_pct=0
export IMPL_logic_family="simple AND/OR/NAND/NOR gates"
export IMPL_syn_to_final_growth_pct=12.82
export IMPL_top_usage_layer="met1"
export IMPL_finalHoldViolations=0
export IMPL_grt_max_degree=59
export IMPL_fin_area_mm2=0.008202
export IMPL_critPathMaxStageDelay_ns=0.77
export IMPL_rsz0062_at_grt="false"
export IMPL_chipArea_mm2=0.02486
export IMPL_cts_root_buffer="clkbuf_16"
export IMPL_top_cell="dfxtp_1"
export IMPL_clkTransAtPathRegs_ns=0.06
export IMPL_area_leaders="dfxtp_1 (37%), xor2_1 (8.2%), nor2_1 (5.2%)"
export IMPL_slew_headroom_pct=46.45
export IMPL_die_h_um=157.7
export IMPL_dr_pass1_iters=5
export IMPL_grt_first_pass_wirelength_mm=30.66
export IMPL_ys_types=56
export IMPL_cts_hold_buf=0
export IMPL_fmax_mhz=261.6
export IMPL_post_route_drc_count=0
export IMPL_grt_pass1_vias=5795
export IMPL_antenna_cells=0
export IMPL_crit_slowest_cell="nor4_1"
export IMPL_cts_inserted_buffers=17
export IMPL_mux_area_share_pct=0
export IMPL_fp_util_pct=30.79
export IMPL_cts_setup_buffers=0
export IMPL_ys_ff=134
export IMPL_cts_resized=0
export IMPL_simple_gate_share_pct=28.50
export IMPL_vias_per_cell=5.395
export IMPL_drv_cap=0
export IMPL_die_w_um=157.7
export IMPL_hold_ws_ns=0.4965
export IMPL_synthDominantCellAreaShare_pct=36.90
export IMPL_startpoint_type="input pin"
export IMPL_syn_inst=890
export IMPL_synth_area_mm2=0.007269
export IMPL_clock_path_buffers=2
export IMPL_worstPathRequired_ns=6.57
export IMPL_avgSynthCellArea_um2=8.168
export IMPL_gr_usage_met1_pct=24.17
export IMPL_power_density_mw_per_mm2=288.8
export IMPL_finalSetupViolations=0
export IMPL_ys_sh_xor_pct=12.41
export IMPL_synth_stat_cells=890
export IMPL_num_vias=6479
export IMPL_yosys_warnings=1
==> cell type report <==
cell class / count / area, um^2
fillers: 2393 / 15410
multi-input cells: 673 / 4240
flip-flops and latches: 134 / 2683
clock buffers: 23 / 498.0
well taps: 319 / 399.1
repair buffers: 21 / 175.2
clock inverters: 8 / 120.1
inverters: 23 / 86.33
==> power by group <==
| group | switching [mW] | leakage, nW | internal (mW) | total [mW] |
|---|---|---|---|---|
| clock network | 0.365 | 0.301 | 0.671 | 1.04 |
| logic | 0.193 | 1.51 | 0.141 | 0.334 |
| registers | 0.102 | 1.09 | 0.896 | 0.998 |
==> logic make-up after synthesis <==
kind of cell             after synthesis
AND-OR/OR-AND                        177
XOR/XNOR                             103
adder cells (fa/ha/maj)                9
buffers and inverters                 83
flip-flops                           134
AND/OR/NAND/NOR                      384
==> tightest hold or removal path, cell delays in order, from the launching register on <==
cell      delay (ns)
dfxtp_1         0.31
nor2_1          0.09
a211oi_1        0.05
==> per-stage QoR <==
stage	std cells	worst slack (ns)	utilization [%]	power [mW]
global route	1201	2.154	34.73	2.478
floorplan	890	3.521	-	1.255
detailed placement	1170	2.103	32.12	1.340
global placement	1170	2.181	32.12	1.339
finish	1201	2.478	34.73	2.369
CTS	1201	2.537	34.73	2.381
==> registers in the layout, indices dropped and copies added (netlist names) <==
name,count
col_count,32
count,32
end_op,1
load_sr,1
nbgh_row_count,32
op_en,1
row_count,32
rst_m,1
sel,2
==> per-layer routing <==
layer	part of all wire (%)	wire (um)
met1	50	9253
met2	43	7943
met3	5.7	1063
met4	1.2	230
met5	0	0
==> cells in the final DEF (no fill, tap or decap), types with 9 or more instances in the layout <==
master / netlist / final
o21ai_0: 73 / 71
nand4_1: 44 / 44
nor3_1: 23 / 23
o211ai_1: 11 / 11
nand3_1: 51 / 51
buf_4: 2 / 12
clkbuf_16: 0 / 17
or3_1: 14 / 14
nand2_1: 45 / 45
inv_1: 22 / 22
nor2_1: 100 / 100
and3_1: 18 / 18
a21oi_1: 29 / 29
ha_1: 9 / 9
xor2_1: 68 / 68
a211o_1: 10 / 10
dfxtp_1: 134 / 134
nor4_1: 36 / 36
or4_1: 9 / 9
xnor2_1: 35 / 35
and4_1: 13 / 13
==> worst paths after layout <==
| path | start | endpoint | slack, ns | depth (start not counted) |
|---|---|---|---|---|
| max | ce | nbgh_row_count[30] | 2.48 | 8 |
| min | rst_m | rst_m | 0.50 | 2 |
| min reg2reg | rst_m | rst_m | 0.50 | 2 |
| max reg2reg | count[0] | row_count[12] | 3.00 | 9 |
Power and IR drop assume default switching activity.
